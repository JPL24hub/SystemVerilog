--- flow/run.sh ---
#!/bin/bash
# OpenROAD 26Q1-2900-gdf79404cd8, Yosys 0.63+post, stock flow scripts
make -C /OpenROAD-flow-scripts/flow DESIGN_CONFIG=/design/flow/config.mk WORK_HOME=/design/flow/orfs finish
--- flow/config.mk ---
export PLATFORM = sky130hd
export DESIGN_NAME = top
export DESIGN_NICKNAME = top
export VERILOG_FILES = /design/flow/design.v
export SDC_FILE = /design/flow/constraint.sdc
export NUM_CORES = 4
export LEC_CHECK = 1
export CORE_UTILIZATION = 40
--- flow/constraint.sdc ---
current_design top

set clk_period 5.2
set clk_io_pct 0.2

create_clock -name clk0 -period $clk_period [get_ports {clk}]

set non_clock_inputs [all_inputs -no_clocks]
set_input_delay [expr $clk_period * $clk_io_pct] -clock clk0 $non_clock_inputs
set_output_delay [expr $clk_period * $clk_io_pct] -clock clk0 [all_outputs]
--- flow/design.v ---
`timescale 1ns / 1ps
module top (
    input clk, start,
    input [31:0] delay_in,
    output logic [31:0] done
);
integer count = 0;
always@(posedge clk)
begin
    if (start == 1) begin
        if (count < delay_in) begin
            count <= count + 1;
            done <= 32'h00000000;
        end
        else begin
            count <= 0;
            done <= 32'hFFFFFFFF;
        end
    end
end
endmodule
==> out/metrics.yaml <==
slew_viol_final: 0
die_x_um: 89.69
vias_per_cell: 5.161
portBuffers: 65
ir_worst_vdd_mv: 0.1225
min_period_ns: 3.363
post_cts_buffers: 0
antenna_found_initial: 0
grt_setup_unrepaired: "false"
worstMarginPinSlew_ns: 0.7588
core_area_um2: 7331
synth-area-yosys_um2: 3075
hold_violations: 0
rows: 31
worst_hold_slack_ns: 0.6758
postCtsHoldBufs: 0
htree_levels: 2
ctsResizeCount: 0
synth_cell_types: 37
clk-insertion-delay-late_ns: 0.28
dieHeight_um: 89.69
dieArea_um2: 8043
required_ns: 5.24
synth_flops: 33
synth_top_flop_cell: "edfxtp_1"
tns_ns: 0
postSynthSeqShare_pct: 32.22
lay_top_count: "clkdlybuf4s50_1"
warnings: 25
grt_pass1_wl_um: 9770
numCtsBuffers: 5
setup_viol: 0
worstSetupStartpointType: "input port"
fin_area_um2: 3667
powerDensity_nw_per_um2: 223.2
period_used_pct: 64.66
drive_gt1_share_pct: 11.90
synth-async-reset-ratio_pct: 0
arrival_ns: 3.41
boundaryPins: 66
gp_congestion: 0.7789
crit_fanout: 33
status: "finished, final reports clean"
cts-root-buf: "clkbuf_8"
maxCapViolations: 0
instances_no_fill: 435
clkTransAtPathRegs_ns: 0.07
p_leak_nw: 1.422
num_vias: 2245
dp_worst_setup_slack_ns: 1.532
wire_per_inst_um: 13.32
most-common-layout-cells: "clkdlybuf4s50_1, inv_1, edfxtp_1"
cts.sinks: 33
synth_stat.cells: 301
worstSetupPathType: "input port to flip-flop"
drt_wl_total_um: 5793
utilization_pct: 50.03
min-delay-start: "count[0]"
diodes: 0
detail-route-antenna-nets: 0
placedInstanceArea_um2: 3587
worstSetupEndpointType: "flip-flop"
cts_buffer_depth: 2
fin_skew_ns: 0.006506
yosys_warnings: 1
grt_max_degree: 34
grt-ovfl-total: 0
first_pass_iters: 4
layout_setup_ws_ns: 1.837
grtUsageTotal_pct: 16.17
crit_path_start: "delay_in[13]"
power_uw: 818.4
route.detailed.drc: 0
hpwlAfterDp_um: 3986
clock.fmax_mhz: 297.4
fp-utilization_pct: 41.95
slew_headroom_pct: 49.41
synthCells: 301
r2r-start: "count[13]"
min_path_type: "flip-flop to flip-flop"
syn_area_um2: 3075
grt_pass1_vias: 2036
initialDrtViolationCount: 72
edf_count: 33
placed_cells: 427
n_fill_cell: 634
cts_tree: "built"
area_growth_pct: 19.24
avgSynthCellArea_um2: 10.22
## critical path, cell delays in order
cell and delay (ns):
clkdlybuf4s50_1 0.45, inv_1 0.04, ha_1 0.30, a21o_1 0.18
a21o_1 0.19, a2111oi_4 0.40, nand3_4 0.49, a21o_1 0.31
## state kept, by name (all words and copies together) (netlist names)
register / flops
count: 32
done: 1
## logic make-up after synthesis
group	Yosys count	synth area share, %
buf+inv	75	13.99
simple gates	73	15.01
compound gates	58	17.21
flops	33	32.22
fa+ha+maj	32	13.02
xor+xnor	30	8.543
## synthesized netlist by cell type (8+ instances only)
library cell / number / area (µm²)
a21oi_1: 12 / 60.06
buf_4: 32 / 240.2
ha_1: 32 / 400.4
a211oi_1: 11 / 82.58
xor2_1: 25 / 219.0
a211oi_2: 22 / 275.3
nand4_1: 18 / 112.6
nand2_1: 17 / 63.81
edfxtp_1: 33 / 991.0
nand3_1: 8 / 40.04
inv_1: 34 / 127.6
## per-layer routing
layer	vias to the layer above	routed length (µm)	track usage [%]
met5	-	0	0
met4	0	64	2.020
met3	7	311	3.522
met2	59	2606	24.79
met1	1039	2811	25.10
li1	1140	-	-
## where the power goes
part	total (mW)	internal, mW	switching, mW
Combinational	0.254	0.141	0.113
Clock	0.188	0.0952	0.0931
Sequential	0.376	0.333	0.0431
## worst paths after layout
check | to | slack, ns | cells after the start
worst min register to register | count[0] | 0.68 | 1
worst max register to register | done[30] | 2.56 | 6
worst max-delay path | done[30] | 1.84 | 8
worst min-delay path | count[0] | 0.68 | 1
## layout make-up
cell class / count / area (µm²) / area share [%]
inverters: 34 / 127.6 / 3.480
well taps: 99 / 123.9 / 3.378
multi-input cells: 193 / 1672 / 45.58
flip-flops and latches: 33 / 991.0 / 27.02
repair buffers: 68 / 673.1 / 18.36
clock buffers: 8 / 80.08 / 2.184
Power and IR drop assume default switching activity.
