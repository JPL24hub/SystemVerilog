[flow/config.mk]
export PLATFORM = sky130hd
export DESIGN_NAME = twophaseOsc
export DESIGN_NICKNAME = twophaseOsc
export VERILOG_FILES = /design/flow/design.v
export SDC_FILE = /design/flow/constraint.sdc
export NUM_CORES = 4
export LEC_CHECK = 1
export CORE_UTILIZATION = 40
[flow/constraint.sdc]
current_design twophaseOsc

set clk_period 6.3
set clk_io_pct 0.2

create_clock -name clk0 -period $clk_period [get_ports {clk}]

set non_clock_inputs [all_inputs -no_clocks]
set_input_delay [expr $clk_period * $clk_io_pct] -clock clk0 $non_clock_inputs
set_output_delay [expr $clk_period * $clk_io_pct] -clock clk0 [all_outputs]
[flow/design.v]
module twophaseOsc (
    input wire clk,
    output wire cos,                      
    output wire sin,                      
    output wire [24-1:0] x,    
    output wire [24-1:0] y     
);
    localparam PHASE_WIDTH = 32;
    localparam FREQ_WORD = 32'd42949673;   
    localparam OUTPUT_WIDTH = 24;
    reg [PHASE_WIDTH-1:0] phase_acc;
    localparam LUT_ADDR_WIDTH = 10;
    wire [LUT_ADDR_WIDTH-1:0] lut_addr;
    wire [1:0] quadrant;
    wire [LUT_ADDR_WIDTH-1:0] lut_index;
    reg [OUTPUT_WIDTH-2:0] cos_lut;
    reg [OUTPUT_WIDTH-2:0] sin_lut;
    reg signed [OUTPUT_WIDTH-1:0] x_reg;
    reg signed [OUTPUT_WIDTH-1:0] y_reg;
    always @(posedge clk) begin
        phase_acc <= phase_acc + FREQ_WORD;
    end
    assign quadrant = phase_acc[PHASE_WIDTH-1:PHASE_WIDTH-2];
    assign lut_addr = phase_acc[PHASE_WIDTH-3:PHASE_WIDTH-3-LUT_ADDR_WIDTH+1];
    assign lut_index = (lut_addr[LUT_ADDR_WIDTH-1]) ? 
                       (~lut_addr) : lut_addr;
    always @(*) begin
        case(lut_index)
            10'd0:   sin_lut = 23'd0;
            10'd1:   sin_lut = 23'd205824;
            10'd2:   sin_lut = 23'd411648;
            10'd3:   sin_lut = 23'd616960;
            10'd4:   sin_lut = 23'd822272;
            10'd5:   sin_lut = 23'd1026816;
            10'd6:   sin_lut = 23'd1230848;
            10'd7:   sin_lut = 23'd1434112;
            10'd8:   sin_lut = 23'd1636608;
            10'd9:   sin_lut = 23'd1837824;
            10'd10:  sin_lut = 23'd2038016;
            10'd11:  sin_lut = 23'd2237184;
            10'd12:  sin_lut = 23'd2435072;
            10'd13:  sin_lut = 23'd2631168;
            10'd14:  sin_lut = 23'd2825984;
            10'd15:  sin_lut = 23'd3019008;
            10'd16:  sin_lut = 23'd3209984;
            10'd17:  sin_lut = 23'd3399424;
            10'd18:  sin_lut = 23'd3586560;
            10'd19:  sin_lut = 23'd3771392;
            10'd20:  sin_lut = 23'd3954176;
            10'd21:  sin_lut = 23'd4134656;
            10'd22:  sin_lut = 23'd4312576;
            10'd23:  sin_lut = 23'd4487680;
            10'd24:  sin_lut = 23'd4660224;
            10'd25:  sin_lut = 23'd4830208;
            10'd26:  sin_lut = 23'd4996864;
            10'd27:  sin_lut = 23'd5160704;
            10'd28:  sin_lut = 23'd5321472;
            10'd29:  sin_lut = 23'd5479168;
            10'd30:  sin_lut = 23'd5633280;
            10'd31:  sin_lut = 23'd5784064;
            10'd32:  sin_lut = 23'd5931520;
            10'd33:  sin_lut = 23'd6075136;
            10'd34:  sin_lut = 23'd6215424;
            10'd35:  sin_lut = 23'd6351872;
            10'd36:  sin_lut = 23'd6484736;
            10'd37:  sin_lut = 23'd6613760;
            10'd38:  sin_lut = 23'd6738944;
            10'd39:  sin_lut = 23'd6860288;
            10'd40:  sin_lut = 23'd6977792;
            10'd41:  sin_lut = 23'd7091456;
            10'd42:  sin_lut = 23'd7201280;
            10'd43:  sin_lut = 23'd7307264;
            10'd44:  sin_lut = 23'd7409408;
            10'd45:  sin_lut = 23'd7507712;
            10'd46:  sin_lut = 23'd7602176;
            10'd47:  sin_lut = 23'd7692800;
            10'd48:  sin_lut = 23'd7779584;
            10'd49:  sin_lut = 23'd7862528;
            10'd50:  sin_lut = 23'd7941632;
            default: sin_lut = 23'd8388607;   
        endcase
    end
    always @(posedge clk) begin
        case(quadrant)
            2'b00: begin   
                x_reg <= {1'b0, sin_lut};   
                y_reg <= {1'b0, sin_lut};   
            end
            2'b01: begin   
                x_reg <= {1'b1, ~sin_lut};  
                y_reg <= {1'b0, sin_lut};   
            end
            2'b10: begin   
                x_reg <= {1'b1, ~sin_lut};  
                y_reg <= {1'b1, ~sin_lut};  
            end
            2'b11: begin   
                x_reg <= {1'b0, sin_lut};   
                y_reg <= {1'b1, ~sin_lut};  
            end
        endcase
    end
    assign x = x_reg;
    assign y = y_reg;
    assign cos = x_reg[OUTPUT_WIDTH-1];   
    assign sin = y_reg[OUTPUT_WIDTH-1];   
endmodule
[flow/run.sh]
#!/bin/bash
# OpenROAD 26Q1-2900-gdf79404cd8, Yosys 0.63+post, stock flow scripts
make -C /OpenROAD-flow-scripts/flow DESIGN_CONFIG=/design/flow/config.mk WORK_HOME=/design/flow/orfs finish
==> summary.txt <==
Notes on the physical design

The cell count of the worst reg-to-reg path is 10. Per the hold report, the tightest min-delay path originates at phase_acc[0]. The TritonCTS sink count is between 60 and 70. The data required time of the critical path is roughly 6500 ps. The die covers between 10000 and 15000 um^2. The worst setup path is captured at a flip-flop.

After the first detailed-routing iteration, the DRC count stood at ~570. The ratio of cells with drive above 1 in the final layout is 0.0879. The post-CTS setup repair buffer count is 0. The routed layout has between 4000 and 5000 vias. The depth of the worst hold-timing path is 1. Synthesis handed over a netlist of 625 instances. between 50 and 60 I/O pins were placed. The post-synth count of flops with an enable pin is 0. The count of unresolved DRC violations after routing is 0. The setup check on the worst reg-to-reg path leaves a slack of 3270 ps.

The mean instance size in the synthesized netlist is 7.95 um^2. The cell with the biggest individual delay on the critical path is sky130_fd_sc_hd__ha_1. The switching portion of total power comes to 0.179. The minimum clock period after layout is approximately 3000 ps. Post-CTS repair changed the size of 0 cells.

Counting pins that exceed their max-slew limit in the final report gives 0. The count of hold buffers inserted by post-cts repair is 0. The Yosys warning count is 1. TritonCTS built the clock tree. Per STA, the worst path is made up of buf_4 > xnor2_1 > inv_1 > ha_1 > nand2b_1 > a21oi_1 > o22a_1 > a221o_1 > a211oi_2 > xnor2_1. Looking at the reg2reg group, the worst path ends at y_reg[11]. In the layout the commonest cells are sky130_fd_sc_hd__dfxtp_1, sky130_fd_sc_hd__xnor2_1, sky130_fd_sc_hd__clkdlybuf4s50_1. The internal power is 773 uW. For this design the ratio of total power to cell area is around 170 nW/um^2.

The starting density of the core is 0.412. Summed over all failing endpoints, the final setup total negative slack is 0 ps. Entering global routing, the biggest net connects 70 pins. The part of the power in the clock network is 0.556.

The synthesis-stage register bit count is about 66. The placement row count is approximately 40. The tool flagged a number of max-cap violations equal to 0. The number of distinct standard cells referenced by the synthesized netlist is approximately 78. The first TritonRoute pass finished after 7 iterations. For the final database, setup skew stands at 2.51 ps. The arrival time of the worst setup path is 3220 ps. The highest-count logic cell in the final layout is sky130_fd_sc_hd__dfxtp_1. The flow ran to the end, and the final reports show no timing, DRC or antenna violations.

In the Yosys report the total cell count is 625. For this run, the register share of the synthesized area comes to 0.266. The headroom to the max-slew limit is 0.481. The initial antenna violation count is 0. The via count of the first global-routing pass was about 4400. The type of the tightest min-delay check is flip-flop to flip-flop. The cell repeated most along the worst path is sky130_fd_sc_hd__xnor2_1.

The path with the worst hold slack has its endpoint at phase_acc[0]. The wire length recorded after detailed routing is approximately 15000 um. The stage logs contain a warning count of 32. The average vias per placed instance is roughly 6.

The root buffer cell chosen for the clock tree is sky130_fd_sc_hd__clkbuf_16. From left edge to right edge, the die measures approximately 110 um. The final weighted congestion recorded by global placement is between 1 and 1.5.

Compared with the post-synthesis result, the final layout area differs by 12.4%. Setup repair after global routing left no endpoint under its margin. The register with the most flip-flops in the layout has 32 of them. The source-to-sink clock delay at the later pin of the worst-skew pair is between 300 and 400 ps.

By area the synthesized netlist is led by sky130_fd_sc_hd__dfxtp_1, sky130_fd_sc_hd__xnor2_1, sky130_fd_sc_hd__o21ai_0. In this run, CTS created clock tree buffers numbering 9. The final antenna diode count is 0. Per the post-run analysis, buffers plus inverters along the critical path come to 2. Measured on the finished design, the core utilization comes to 0.463. Endpoints failing hold in the final report were tallied at 0. After synthesis the cells add up to ~5000 um^2. In this run the remaining antenna-violating nets after routing total 0.

The detailed placement HPWL is between 10000 and 15000 um. The summed standard-cell area reported by yosys is ~5000 um^2. The first-pass GRT wire length is approximately 24000 um. The flip-flop cell with the highest count after synthesis is sky130_fd_sc_hd__dfxtp_1.

The total core area is roughly 12000 um^2. The number of levels in the clock H-tree is 3. In this run the deepest clock path goes through 2 buffers. The peak supply drop is between 150 and 200 uV.

For this design the total switching power over the nets is 169 uW. The global-route usage over all layers is 0.248. The worst setup path is launched from a flip-flop. The analysis attributes to cell leakage a power of around 1.6 nW. Dividing the final minimum period by the clock period gives 0.481.

TritonRoute output was used to compute an average wire per cell of 19.3 um. The pin closest to its max-slew limit shows a slew of 778 ps. The worst register-to-register path begins at phase_acc[21]. The timing report gives the clock slew at the launch and capture registers of the worst setup and hold paths as around 50 ps. The top cell type by total area after synthesis is sky130_fd_sc_hd__dfxtp_1.

The kind of cell with the highest combined delay along the critical path is AND-OR/OR-AND gates. The sequential share of power is 0.444. Counting the fill cells in the layout gives between 1000 and 1500. The worst setup path is of the flip-flop to flip-flop kind. STA on the placed design reports a worst setup slack of between 3000 and 4000 ps. For this run, the slowest stage of the critical path takes 580 ps. Per the timing report, the achievable frequency comes out to approximately 330 MHz.

The final timing report gives a worst setup slack of between 3000 and 4000 ps. Setup violations remaining at the end of the flow were counted as 0. The portion of synthesized cell area occupied by the leading cell type is 0.266. The total global routing overflow is 0.

The proportion of synthesized flip-flops having asynchronous set or reset is 0. In this run the vertical extent of the chip is 113 um. Per the placement log, port buffering inserted 50 buffers.

Of all nets on the critical path, the largest fanout is 17. The relative contribution of combinational cells to total power is 0.
## routing by layer
metal / up-vias / part of all wire / GRT usage
li1: 2242 / - / -
met1: 2164 / 0.40 / 0.334
met2: 273 / 0.46 / 0.384
met3: 58 / 0.086 / 0.0476
met4: 0 / 0.054 / 0.130
met5: - / 0 / 0
## per-stage QoR
step                hold slack [ps]  std cells  instance area [um^2]  power [mW]
detailed placement              397        778                  5260       0.427
CTS                             410        794                  5580       0.955
finish                          410        794                  5580       0.942
global route                    437        794                  5580       0.978
global placement                391        778                  5260       0.427
floorplan                       379        625                  4970       0.427
## how the worst max path moves through the flow
| stage | startpoint | to | slack, ps | depth (start not counted) |
|---|---|---|---|---|
| 4_1_cts | phase_acc[21] | y_reg[11] | 3300 | 10 |
| 5_1_grt | phase_acc[21] | y_reg[11] | 3090 | 10 |
| 6_report | phase_acc[21] | y_reg[11] | 3270 | 10 |
## cell type report
type / count / area [um^2] / area share
Clock inverter: 5 / 77.6 / 0.0139
Timing Repair Buffer: 56 / 546 / 0.0977
Multi-Input combinational cell: 470 / 3110 / 0.558
Sequential cell: 66 / 1330 / 0.237
Clock buffer: 11 / 243 / 0.0435
Tap cell: 168 / 210 / 0.0377
Inverter: 18 / 67.6 / 0.0121
## cell usage after synthesis, drive strengths merged (4+ instances only)
library cell and instances:
a311oi 4, o22ai 15, nand2b 18, nand2 36
o211ai 7, clkbuf 12, a21oi 45, nor3 15
o221ai 7, a211oi 14, nor2b 13, or2 4
xnor2 54, o21ai 51, dfxtp 66, nand3b 4
a31oi 15, nor2 43, ha 12, and2 6
inv 18, a221oi 10, xor2 8, and3 6
o31ai 5, a22oi 8, buf 59, a221o 5
nand3 19
## cell families after synthesis
logic type,count (synthesis),synth area share
buf+inv,89,0.107
flops,66,0.266
mux,1,0.00227
fa+ha+maj,12,0.0302
simple gates,182,0.193
xor+xnor,62,0.109
compound gates,213,0.292
## power by group through the flow
stage | logic, mW | clock network [mW] | registers [mW]
after CTS | 0.000000955 | 0.537 | 0.418
final | 0.000000955 | 0.524 | 0.418
after global routing | 0.000000955 | 0.561 | 0.417
Power is estimated from default activity; no workload was simulated.
