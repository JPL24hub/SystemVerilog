==> design.v <==
`timescale 1ns / 1ps
module non_rest_div #(
    parameter WIDTH = 256
)(
    input  logic clk,                       
    input  logic rst,                       
    input  logic [WIDTH-1:0] dividend,      
    input  logic [WIDTH-1:0] divisor,       
    input  logic start,                     
    output logic ready,                     
    output logic [WIDTH-1:0] remainder,     
    output logic [WIDTH-1:0] quotient       
);
    localparam [WIDTH-1:0] ZEROS = '0;
    localparam [WIDTH-1:0] ONE = {{(WIDTH-1){1'b0}}, 1'b1};
    logic [WIDTH-1:0] regA, regA_nxt;
    logic [WIDTH-1:0] regQ, regQ_nxt;
    logic [WIDTH-1:0] regM, regM_nxt;
    logic [WIDTH-1:0] sigALU, sigLS;
    logic selM, op, enCntr, selRmr;
    logic [1:0] selA, selQnt;
    logic [2:0] selQ;
    integer counter, counter_nxt;
    typedef enum logic [2:0] {
        IDLE,
        LOAD,
        SHIFT,
        ADD_STATE,
        SUB_STATE,
        QSTATE,
        WATISN,
        DONE
    } states_t;
    states_t reg_state, next_state;
    always_ff @(posedge clk) begin
        if (!rst) begin
            regA    <= '0;
            regQ    <= '0;
            regM    <= '0;
            counter <= 0;
        end
        else begin
            regA    <= regA_nxt;
            regQ    <= regQ_nxt;
            regM    <= regM_nxt;
            counter <= counter_nxt;
        end
    end
    always_comb begin
        case (selA)
            2'b00:   regA_nxt = regA;      
            2'b01:   regA_nxt = sigALU;    
            default: regA_nxt = sigLS;     
        endcase
    end
    assign sigLS = {regA[WIDTH-2:0], regQ[WIDTH-1]};   
    assign sigALU = op ? (regA + ~regM + 1'b1) : (regA + regM);   
    always_comb begin
        case (selQ)
            3'b000:  regQ_nxt = regQ;                            
            3'b001:  regQ_nxt = {regQ[WIDTH-2:0], 1'b0};        
            3'b010:  regQ_nxt = {regQ[WIDTH-1:1], 1'b0};        
            3'b011:  regQ_nxt = {regQ[WIDTH-1:1], 1'b1};        
            default: regQ_nxt = dividend;                        
        endcase
    end
    assign regM_nxt = selM ? divisor : regM;   
    assign counter_nxt = enCntr ? (counter + 1) : counter;
    always_comb begin
        case (selQnt)
            2'b00:   quotient = regQ;       
            2'b01:   quotient = ZEROS;      
            2'b10:   quotient = dividend;   
            default: quotient = ONE;        
        endcase
    end
    assign remainder = selRmr ? ZEROS : regA;
    always_ff @(posedge clk) begin
        if (!rst)
            reg_state <= IDLE;
        else
            reg_state <= next_state;
    end
    always_comb begin
        op      = 0;
        ready   = 0;
        selA    = 2'b00;
        selQ    = 3'b000;
        selM    = 0;
        enCntr  = 0;
        selRmr  = 0;
        selQnt  = 2'b00;
        next_state = reg_state;
        case (reg_state)
            IDLE: begin
                if (start)
                    next_state = LOAD;
                else
                    next_state = IDLE;
            end
            LOAD: begin
                selM = 1;       
                selQ = 3'b100;  
                if (divisor == 1) begin
                    selRmr = 1;      
                    selQnt = 2'b10;  
                    ready = 1;
                    next_state = IDLE;
                end
                else if ((dividend < divisor) || (divisor == 0)) begin
                    selRmr = 1;      
                    selQnt = 2'b01;  
                    ready = 1;
                    next_state = IDLE;
                end
                else if (dividend == divisor) begin
                    selRmr = 1;      
                    selQnt = 2'b11;  
                    ready = 1;
                    next_state = IDLE;
                end
                else begin
                    next_state = SHIFT;
                end
            end
            SHIFT: begin   
                selA = 2'b10;    
                selQ = 3'b001;   
                if (regA[WIDTH-1])
                    next_state = ADD_STATE;
                else begin
                    op = 0;   
                    next_state = SUB_STATE;
                end
            end
            ADD_STATE: begin
                selA = 2'b01;   
                next_state = QSTATE;
            end
            SUB_STATE: begin
                op = 1;         
                selA = 2'b01;   
                next_state = QSTATE;
            end
            QSTATE: begin
                enCntr = 1;   
                if (regA[WIDTH-1]) begin
                    selQ = 3'b010;   
                    next_state = WATISN;
                end
                else begin
                    selQ = 3'b011;   
                    next_state = WATISN;
                end
            end
            WATISN: begin
                if (counter == WIDTH) begin
                    if (regA[WIDTH-1])
                        selA = 2'b01;   
                    next_state = DONE;
                end
                else begin
                    next_state = SHIFT;
                end
            end
            DONE: begin
                ready = 1;
                next_state = IDLE;
            end
            default: next_state = IDLE;
        endcase
    end
endmodule
==> run.sh <==
#!/bin/bash
# OpenROAD 26Q1-2900-gdf79404cd8, Yosys 0.63+post, stock flow scripts
make -C /OpenROAD-flow-scripts/flow DESIGN_CONFIG=/design/flow/config.mk WORK_HOME=/design/flow/orfs finish
==> config.mk <==
export PLATFORM = sky130hd
export DESIGN_NAME = non_rest_div
export DESIGN_NICKNAME = non_rest_div
export VERILOG_FILES = /design/flow/design.v
export SDC_FILE = /design/flow/constraint.sdc
export NUM_CORES = 4
export LEC_CHECK = 1
export CORE_AREA = 10 10 659 659
export DIE_AREA = 0 0 669 669
==> constraint.sdc <==
current_design non_rest_div

set clk_period 122.0
set clk_io_pct 0.2

create_clock -name clk0 -period $clk_period [get_ports {clk}]

set non_clock_inputs [all_inputs -no_clocks]
set_input_delay [expr $clk_period * $clk_io_pct] -clock clk0 $non_clock_inputs
set_output_delay [expr $clk_period * $clk_io_pct] -clock clk0 [all_outputs]
==> Slide: Implementation Results <==
Key Metrics from the Run

Global route
  • Vias in the first global route: 94400
  • First-pass GRT wire length: 836000 µm
  • GRT Max-Usage Layer: met2
  • Antenna violations before repair: about 120
  • GRT met2 Usage: 0.390
  • Grt met1 use: 0.378
  • GR Overflow Total: 0
  • GR Layer Usage met3: 0.0777
  • GRT Overall Usage: 0.272
  • Largest net degree at the start of global routing: roughly 140

Logic synthesis
  • Yosys stat area: around 80000 µm²
  • Cell taking the most area after synthesis: dfxtp_1
  • Syn avg cell area: between 6 and 7 µm²
  • Ys async rst share: 0
  • Mapped Area: between 80000 and 90000 µm²
  • Commonest flop: dfxtp_1
  • #FFs+latches synth: between 800 and 900
  • Yosys warns: 1
  • Yosys cell count: about 12000
  • Synth area leaders: dfxtp_1, ha_1, a21oi_1
  • Top cell type's share of synthesized area: 0.199
  • Distinct lib cells: between 90 and 100
  • Flip-flops with a built-in enable: 0
  • Seq share, synth: 0.199
  • Syn Inst Count: about 12000

Layout
  • Area growth from synthesis to layout: 26.1%
  • Non-Filler Instances: 18400
  • Number of fill cells in the layout: around 47000
  • Cell area after layout: between 100000 and 150000 µm²
  • Top cells excl fill/tap: nand2_1, a21oi_1, clkdlybuf4s50_1, inv_1, nor2_1
  • Most numerous logic cell after layout: nand2_1
  • Proportion of layout cells with a drive suffix above 1: 0.0485

Timing
  • Setup Skew: approximately 0.11 ns
  • Setup violators final: 0
  • Final period util: 0.461
  • Final Hold Vio Count: 0
  • Max-slew violation count: 0
  • Slew of the pin with the lowest slew margin: 1.20 ns
  • Fmax: 17.8 MHz
  • Slew HR: 0.191
  • Setup ws final: between 60 and 70 ns
  • Setup TNS: 0 ns
  • Min cycle time layout: 56.22 ns
  • RSZ-0062 raised after global routing: no

Run
  • Tool warnings: ~300
  • Max-Cap Viols: 0

Route
  • Pre-antenna DRT Iters: 8
  • DRC: 0
  • Total number of vias: 100000
  • WL final: around 630000 µm
  • 1st-iter DRT viols: 11300
  • Routed Antenna Nets: 0
  • WL/cell: ~34 µm
  • Via density: 5.44

Place
  • Cells after DPL: ~18000
  • PortBufs: a little over 1000
  • GP Congestion: 1.07
  • Final HPWL DP: ~530000 µm
  • Placed inst area: a little under 100000 µm²
  • Pre-CTS setup slack: approximately 66 ns

Run status
  • Run status: finished, final reports clean

Pwr
  • P_leak: about 41 nW
  • Pwr per Cell Area: about 10 nW/µm²
  • Peak supply drop: approximately 0.011 mV

Clock network
  • Reg clk slew, reported paths: around 0.060 ns
  • CTS buffer count: between 100 and 150
  • Post_cts resized: 0
  • CTS sink count: 808
  • Later-pin clock latency in the skew report: around 0.95 ns
  • Post-CTS Setup Bufs: 0
  • CTS tree: done
  • Post-CTS Hold Fix Bufs: 0
  • Htree depth: 3
  • Max Root-Sink Buffers: 4
  • Clock Tree Root: clkbuf_16

Setup path
  • Setup Crit Path Kind: primary input to output pin
  • Crit Path Max Fanout: 61
  • Startpoint Class: primary input
  • Arrival @ worst endpoint: 31.82 ns
  • Critical Path RT: a little under 100 ns
  • Worst setup EP type: output pin

Floorplan
  • Die width: around 670 µm
  • Core Region: around 420000 µm²
  • Fp_density: 0.194
  • Die outline area: roughly 450000 µm²
  • Die H: ~670 µm
  • # IOs: approximately 1000
  • Core Rows: roughly 240

Min path
  • Worst hold path type: flop to flop
## flip-flops by register name (all words and copies together), names as in the netlist
| name | count |
|---|---|
| regA | 256 |
| counter | 32 |
| regM | 256 |
| reg_state | 8 |
| regQ | 256 |
## per-layer routing
metal / vias to the layer above / wire length (µm)
li1: 45000 / -
met1: 49300 / 274000
met2: 4777 / 259000
met3: 1007 / 56800
met4: 66 / 38400
met5: - / 584
## synth_stat cells, drive strengths merged (51+ instances only)
master and count:
dfxtp 808, mux2i 79, a211oi 83, o31ai 187, a22o 255, nand4 281
nor2b 80, a21oi 1745, o21ai 625, and3 51, xnor2 247, nor4 317
nand2 1770, a311oi 112, o211ai 65, clkbuf 642, a21o 221, o21a 63
nor3 183, a31oi 67, a22oi 314, o21bai 205, ha 768, nand3 166
inv 827, o22ai 100, nor2 825, and2 298, buf 80, nand2b 53
## worst paths after layout
path	startpoint	end	slack (ns)	depth (start not counted)
worst min register to register	regM[255]	regM[255]	0.46	2
worst max register to register	regA[9]	regA[245]	113.92	19
worst max-delay path	dividend[251]	quotient[42]	65.78	16
worst min-delay path	regM[255]	regM[255]	0.46	2
## cell type report
class / count / area [µm²] / area share
Antenna cell: 73 / 183 / 0.00178
Multi-Input combinational cell: 9597 / 59500 / 0.580
Tap cell: 5520 / 6910 / 0.0674
Inverter: 829 / 3120 / 0.0304
Timing Repair Buffer: 1366 / 12900 / 0.126
Clock inverter: 50 / 522 / 0.00509
Clock buffer: 151 / 3200 / 0.0313
Sequential cell: 808 / 16200 / 0.158
## metrics by stage
stage | hold WS [ns] | total power [mW] | util
finish | 0.464 | 1.03 | 0.244
global route | 0.482 | 1.06 | 0.244
CTS | 0.468 | 1.02 | 0.244
detailed placement | 0.460 | 0.669 | 0.235
global placement | 0.459 | 0.673 | 0.235
floorplan | 0.416 | 0.483 | -
## worst max-delay path, cell delays in order
cell             delay [ns]
clkdlybuf4s50_1        0.69
ha_1                   0.46
nand4_1                0.10
or2_2                  0.31
nor3_1                 0.67
nand2_1                0.15
nor4_2                 0.64
nand4_1                0.38
o211ai_1               0.40
nand2_1                0.25
nand2_4                0.45
buf_4                  0.72
buf_4                  0.64
buf_4                  0.63
a22o_1                 0.25
clkdlybuf4s50_1        0.51
## power breakdown
part,leakage (nW),switching (mW),internal (mW)
sequential,6.57,0.0200,0.277
combinational,32.5,0.265,0.115
clock,1.80,0.152,0.199
total,40.9,0.437,0.590
## logic make-up after synthesis
kind of cell | share of synthesized area
xor+xnor | 0.0292
buf+inv | 0.0718
mux | 0.0103
simple gates | 0.237
flops | 0.199
fa+ha+maj | 0.119
compound gates | 0.334
Power figures rest on the tool's default switching activity, not on a simulated workload.
